### /design/flow/config.mk
export PLATFORM = sky130hd
export DESIGN_NAME = processor
export DESIGN_NICKNAME = processor
export VERILOG_FILES = /design/flow/design.v
export SDC_FILE = /design/flow/constraint.sdc
export NUM_CORES = 4
export LEC_CHECK = 1
export CORE_UTILIZATION = 40
### /design/flow/constraint.sdc
current_design processor

set clk_period 360.9
set clk_io_pct 0.2

create_clock -name clk0 -period $clk_period [get_ports {clk}]

set non_clock_inputs [all_inputs -no_clocks]
set_input_delay [expr $clk_period * $clk_io_pct] -clock clk0 $non_clock_inputs
set_output_delay [expr $clk_period * $clk_io_pct] -clock clk0 [all_outputs]
### /design/flow/design.v
`default_nettype none
module processor( input         clk, reset,
                  output [31:0] PC,
                  input  [31:0] instruction,
                  output        WE,
                  output [31:0] address_to_mem,
                  output [31:0] data_to_mem,
                  input  [31:0] data_from_mem
                );
    wire BranchBeq;
    wire BranchBlt;
    wire BranchJal;
    wire RegWrite;
    wire BranchJalr;
    wire MemToReg;
    wire MemWrite;
    wire [3:0] ALUControl;
    wire ALUSrc;
    wire [2:0] immControl;
    wire luiSignal;
    wire auipcSignal;
    control_unit control_unit_inst (   .instruction ( instruction ), 
                                       .BranchBeq ( BranchBeq ), 
                                       .BranchBlt ( BranchBlt ), 
                                       .BranchJal ( BranchJal ), 
                                       .RegWrite ( RegWrite ), 
                                       .BranchJalr ( BranchJalr ), 
                                       .MemToReg ( MemToReg ), 
                                       .MemWrite ( MemWrite ), 
                                       .ALUControl ( ALUControl ), 
                                       .ALUSrc ( ALUSrc ), 
                                       .immControl ( immControl ),
                                       .luiSignal ( luiSignal ), 
                                       .auipcSignal ( auipcSignal )
                        ); 
    data_path  data_path_inst   (      .clk ( clk ), 
                                       .reset ( reset ), 
                                       .instruction ( instruction ), 
                                       .data_from_mem ( data_from_mem ), 
                                       .PC ( PC ), 
                                       .address_to_mem ( address_to_mem ),
                                       .data_to_mem ( data_to_mem ),
                                       .BranchBeq ( BranchBeq ), 
                                       .BranchBlt ( BranchBlt ), 
                                       .BranchJal ( BranchJal ), 
                                       .RegWrite ( RegWrite ), 
                                       .BranchJalr ( BranchJalr ), 
                                       .MemToReg ( MemToReg ), 
                                       .MemWrite ( MemWrite ), 
                                       .ALUControl ( ALUControl ), 
                                       .ALUSrc ( ALUSrc ), 
                                       .immControl ( immControl ),
                                       .luiSignal ( luiSignal ), 
                                       .auipcSignal ( auipcSignal )
                                ); 
    assign WE = MemWrite;
endmodule
module control_unit (   input   [31:0]   instruction, 
                        output           BranchBeq, 
                        output           BranchBlt, 
                        output           BranchJal, 
                        output           RegWrite, 
                        output           BranchJalr, 
                        output           MemToReg, 
                        output           MemWrite, 
                        output   [3:0]   ALUControl, 
                        output           ALUSrc, 
                        output   [2:0]   immControl,
                        output           luiSignal, 
                        output           auipcSignal
                    ); 
    reg [6:0] opcode;
    reg [2:0] funct3;
    reg [6:0] funct7;
    reg BranchBeq_res ;
    reg BranchBlt_res ;
    reg BranchJal_res ;
    reg RegWrite_res ;
    reg BranchJalr_res ;
    reg MemToReg_res ;
    reg MemWrite_res ;
    reg [3:0] ALUControl_res ;
    reg ALUSrc_res ;
    reg [2:0] immControl_res;
    reg luiSignal_res ;
    reg auipcSignal_res;
    always @(*) begin
        opcode = instruction[6:0];
        funct3 = instruction[14:12];
        funct7 = instruction[31:25];
        BranchBeq_res = 0;
        BranchBlt_res = 0;
        BranchJal_res = 0;
        RegWrite_res = 0;
        BranchJalr_res = 0;
        MemToReg_res = 0;
        MemWrite_res = 0;
        ALUControl_res = 0;
        ALUSrc_res = 0;
        immControl_res= 0;
        luiSignal_res = 0;
        auipcSignal_res= 0;
        case ( opcode )
            7'b0110011: begin
                RegWrite_res = 1;
                case (funct3)
                    3'b000: begin
                        case (funct7)
                            7'b0000000: begin
                                ALUControl_res = 0;
                            end
                            7'b0100000: begin
                                ALUControl_res = 1;
                            end
                        endcase
                    end
                    3'b111: begin
                        ALUControl_res = 2;
                    end
                    3'b010: begin
                        ALUControl_res = 3;
                    end
                    3'b100: begin
                        ALUControl_res = 4;
                    end
                    3'b110: begin
                        ALUControl_res = 5;
                    end
                    3'b001: begin
                        ALUControl_res = 6;
                    end
                    3'b101: begin
                        case ( funct7 ) 
                            7'b0000000: begin
                                ALUControl_res = 7;
                            end
                            7'b0100000: begin
                                ALUControl_res = 8;
                            end
                        endcase
                    end
                endcase
            end
            7'b0010011: begin
                immControl_res = 0;
                ALUSrc_res = 1;
                ALUControl_res = 0;  
                RegWrite_res = 1;
            end
            7'b1100011: begin
                immControl_res = 2;
                ALUSrc_res = 0;  
                case ( funct3 ) 
                    3'b000: begin
                        BranchBeq_res = 1;
                        ALUControl_res = 1;  
                    end
                    3'b100: begin
                        BranchBlt_res = 1;
                        ALUControl_res = 3;  
                    end
                endcase
            end
            7'b0000011: begin
                immControl_res = 0;
                ALUSrc_res = 1;
                MemToReg_res = 1;
                RegWrite_res = 1;
            end
            7'b0100011: begin
                immControl_res = 1;
                ALUSrc_res = 1;
                ALUControl_res = 0;   
                MemWrite_res = 1;
            end
            7'b0110111: begin
                immControl_res = 3;
                RegWrite_res = 1;
                luiSignal_res = 1;
            end
            7'b1101111: begin
                immControl_res = 4;
                RegWrite_res = 1;
                BranchJal_res = 1;
            end
            7'b1100111: begin
                immControl_res = 0;
                ALUSrc_res = 1;
                ALUControl_res = 0;  
                RegWrite_res = 1;
                BranchJalr_res = 1;
            end
            7'b0010111: begin
                immControl_res = 3;
                RegWrite_res = 1;
                auipcSignal_res = 1;
            end
        endcase
    end
    assign BranchBeq = BranchBeq_res ;
    assign BranchBlt = BranchBlt_res ;
    assign BranchJal = BranchJal_res ;
    assign RegWrite = RegWrite_res ;
    assign BranchJalr = BranchJalr_res ;
    assign MemToReg = MemToReg_res ;
    assign MemWrite = MemWrite_res ;
    assign ALUControl = ALUControl_res ;
    assign ALUSrc = ALUSrc_res ;
    assign immControl= immControl_res;
    assign luiSignal = luiSignal_res ;
    assign auipcSignal= auipcSignal_res;
endmodule
module data_path    (   input           clk, reset, 
                        input  [31:0]   instruction, 
                        input  [31:0]   data_from_mem, 
                        output [31:0]   PC, 
                        output [31:0]   address_to_mem,
                        output [31:0]   data_to_mem,
                        input           BranchBeq, 
                        input           BranchBlt, 
                        input           BranchJal, 
                        input           RegWrite, 
                        input           BranchJalr, 
                        input           MemToReg, 
                        input           MemWrite, 
                        input   [3:0]   ALUControl, 
                        input           ALUSrc, 
                        input   [2:0]   immControl,
                        input           luiSignal, 
                        input           auipcSignal 
                    ); 
    wire [31:0] data_to_reg,
                rs1, 
                rs2;
    gpr_set gpr_set_inst    (   .clk ( clk ), 
                                .we3 ( RegWrite ), 
                                .a1 ( instruction[19:15] ),
                                .a2 ( instruction[24:20] ),
                                .a3 ( instruction[11:7]  ),
                                .wd3 ( data_to_reg ), 
                                .rd1 ( rs1 ), 
                                .rd2 ( rs2 ) 
                            );
    wire [31:0] ImmOp;
    imm_decode imm_decode_inst  (   .imm_ctrl ( immControl ),    
                                    .inst ( instruction ),   
                                    .imm_out ( ImmOp ) 
                                );
    wire [31:0] SrcA, SrcB;
    assign SrcA = rs1;
    assign SrcB = ALUSrc ? ImmOp : rs2  ;
    wire [31:0] ALUOut;
    wire zeroFlag, lessThanFlag;
    alu alu_inst    (   .alu_ctrl ( ALUControl ),
                        .src_a ( SrcA ), 
                        .src_b ( SrcB ), 
                        .alu_out ( ALUOut ), 
                        .zero ( zeroFlag ), 
                        .lessThan ( lessThanFlag )
                    );
    wire [31:0] ImmPcSum;
    assign ImmPcSum = $signed(ImmOp) + PC;       
    wire [31:0] BranchTarget;
    assign BranchTarget = BranchJalr ? ALUOut : ImmPcSum ;
    wire BranchJalx;
    assign BranchJalx = BranchJal | BranchJalr  ;
    wire [31:0] PCPlus4;
    assign PCPlus4 = PC + 4;
    wire [31:0] ALUOut_PCPlus4_res;
    assign ALUOut_PCPlus4_res = BranchJalx ? PCPlus4 : ALUOut;
    wire [31:0] res;
    assign res = MemToReg ? data_from_mem : ALUOut_PCPlus4_res  ;
    reg [31:0] data_to_reg_res;
    always @ ( * ) begin
        data_to_reg_res = luiSignal ? ImmOp : auipcSignal ? ImmPcSum : res ;
    end
    assign data_to_reg = data_to_reg_res;
    wire BranchBeq_res = BranchBeq & zeroFlag ;
    wire BranchBlt_res = BranchBlt & lessThanFlag ;
    wire BranchOutcome;
    assign BranchOutcome = BranchJalx | BranchBeq_res | BranchBlt_res ;
    wire [31:0] PCn;
    assign PCn = BranchOutcome ? BranchTarget : PCPlus4 ;
    register register_inst  (   .data_in ( PCn ), 
                                .clk ( clk ),
                                .reset ( reset ),
                                .data_out ( PC ) 
                            );
    assign address_to_mem = ALUOut;     
    assign data_to_mem = rs2;
endmodule
module gpr_set (    input clk, we3, 
                    input [4:0] a1, a2, a3, 
                    input [31:0] wd3, 
                    output [31:0] rd1, rd2 
                );
    reg [31:0] registers [31:0];
    always @(posedge clk) begin
        registers[0] = 0;
        if ( we3 ) begin
            registers[a3] = wd3;
        end
        registers[0] = 0;
    end
    assign rd1 = registers[a1];
    assign rd2 = registers[a2];
endmodule
module imm_decode   (   input [2:0] imm_ctrl,    
                        input [31:0] inst,   
                        output [31:0] imm_out 
                    );
    reg [31:0] res;
    reg zero;
    always @(*) begin
        res = 0;
        zero = 0;
        case ( imm_ctrl ) 
            0: begin
                res = {{21{inst[31]}}, inst[30:20] };
            end
            1: begin
                res = {{21{inst[31]}}, inst[30:25], inst[11:8], inst[7] };
            end 
            2: begin
                res = {{20{inst[31]}}, inst[7], inst[30:25], inst[11:8], zero };
            end
            3: begin
                res = {inst[31], inst[30:20], inst[19:12], {12{zero}} };
            end
            4: begin
                res = {{12{inst[31]}}, inst[19:12], inst[20], inst[30:21], zero };
            end
            default: begin
                res = 0;
            end
        endcase
    end
    assign imm_out = res;
endmodule
module alu  (   input [3:0] alu_ctrl,
                input [31:0] src_a, src_b, 
                output [31:0] alu_out, 
                output zero, 
                output lessThan
            );
    reg [31:0] res;
    reg zero_res;
    reg lessThan_res;
    always @(*) begin
        zero_res = 0;
        lessThan_res = 0;
        case ( alu_ctrl ) 
            0:  begin
                res = $signed(src_a) + $signed(src_b);
            end
            1: begin
                res = $signed(src_a) - $signed(src_b);
            end
            2: begin
                res = src_a & src_b;
            end
            3: begin
                res = ($signed(src_a)) < ($signed(src_b)) ? 1 : 0;
                lessThan_res = res;
            end
            4: begin
                res = $signed(src_a) / $signed(src_b);
            end
            5: begin
                res = $signed(src_a) % $signed(src_b);
            end
            6: begin
                res = src_a << src_b;
            end
            7: begin
                res = $unsigned(src_a) >> src_b;
            end
            8: begin
                res = $signed(src_a) >>> src_b;  
            end             
            default:  begin
                res = 0;
            end
        endcase
        zero_res = res == 0 ? 1 : 0;
    end
    assign alu_out = res;
    assign zero = zero_res;
    assign lessThan = lessThan_res;
endmodule
module register (   input [31:0] data_in, 
                    input clk,
                    input reset,
                    output [31:0] data_out 
                );
    reg [31:0] rgst;
    assign data_out = rgst;
    always @(posedge clk, posedge reset ) begin
        if ( reset ) begin
            rgst = 0;
        end
        else begin
            rgst = data_in;
        end
    end
endmodule
`default_nettype wire
### /design/flow/run.sh
#!/bin/bash
# OpenROAD 26Q1-2900-gdf79404cd8, Yosys 0.63+post, stock flow scripts
make -C /OpenROAD-flow-scripts/flow DESIGN_CONFIG=/design/flow/config.mk WORK_HOME=/design/flow/orfs finish
==> run notes <==
run metrics: highest cell delay on the worst timing path=1.00 ns, critical path class=input port to primary output, highest metal used=met5, Cell Area, Synth=0.0939 mm^2, CTS Buffer Depth=3, total power per unit cell area=10.9 mW/mm^2, Post CTS Setup Buffer Count=0, routed wl met2=203 mm, layout cells sized above 1=12.4%, Die Ht=487 um, Log Warnings=60, gp weighted congestion=1.06, Core ar.=0.233 mm^2, critical path fanouts, max=45, TritonCTS Sinks=1056, crit-path leading delay family=AND-OR/OR-AND gates, GRT Resource Usage Total=38.6%, post-cts gate resize count=0, Yosys Instances=9931, CTS tree=yes, die area=0.237 mm^2, logic area=0.0602 mm^2, fillers=21900, YS chip area=0.0939 mm^2, Synth Instances=9931, Final period util=71.2%, Routed wire per std cell=33.0 um, Leak=40.3 nW, M1 wire length=157 mm, Period minus WS final=256.98 ns, Pre-antenna DRT Iters=7, Synth flops=1056, RSZ-0062 raised after global routing=no, WP buf/inv=40, Hold Slack=0.615 ns, count of library flops with an enable pin=992, actual slew at the worst max-slew pin=1.30 ns, initial antenna violation count=14, I/O Buffers=162, max_cap viols=0, Starting Density=40.3%, Peak Freq=0.00389 GHz, syn avg cell area=9.46 um^2, Die X=487 um, drt first-iter violations=7496, Final Hold Viols=0, FP Rows=177, worst endpoint data arrival time=184.80 ns, Final Slew Violations=0, Post-synth seq share=33.3%, ys async rst share=3.03%, vias per cell=6.49, Yosys warning count=6, clock latency at the later pin of the worst-skew pair=0.74 ns, status=completed, CP max-delay cell=xnor2_2, crit end category=primary output, most frequent CP cell=o21a_1, total CTS buffers=97, Top cell excl fill/tap=edfxtp_1, # hold bufs at CTS=0, Seq. cell area=0.0312 mm^2, Worst Skew=0.0704 ns, Residual DRC=0, vias=86800, critical path required time=288.72 ns, critical path startpoint category=input port, IO Count=163, post-route ant nets=0, most frequent cells in the layout=edfxtp_1, nor2_1, nand2_1, overflow left after global routing=0, peak supply drop=0.0000217 V, Final Setup Violations=0, Commonest flop=edfxtp_1, Synth-to-Final Area Change=11.8%, global-route wire length before repair=623 mm, largest net degree at the start of global routing=97, clk slew on worst S/H paths=0.07 ns, max_slew headroom=13.2%, setup_tns=0 ns, Yosys cell types=107, clk root buf=clkbuf_16, drt total wl=442 mm, routed wl met3=48.9 mm, Min-Delay Path Class=register to register, hpwl dp=331 mm, H-tree Lvls=3, vias in the first global route=85800
cell type report:
type,count,share of cell area [%]
Clock buffer,111,2.37
Tap cell,3132,3.73
Multi-Input combinational cell,8065,57.3
Inverter,308,1.10
Antenna cell,4,0.00953
Sequential cell,1056,29.7
Clock inverter,71,0.752
Timing Repair Buffer,639,4.97
cell usage after synthesis (all sizes together), types with 61 or more instances:
master / count / share of area [%]
nand2b: 84 / 0.56
a21o: 201 / 1.6
a31oi: 110 / 0.73
nand2: 878 / 3.5
or3: 85 / 0.57
xor2: 179 / 1.7
o21ai: 584 / 3.1
buf: 202 / 1.1
nor3: 276 / 1.5
a21oi: 703 / 3.8
o21a: 169 / 1.4
mux2i: 585 / 6.2
a211oi: 100 / 0.80
mux4: 321 / 7.7
and2: 63 / 0.42
nand3: 253 / 1.3
o21bai: 61 / 0.49
clkbuf: 331 / 1.3
edfxtp: 992 / 32
a22oi: 282 / 2.3
nor4: 71 / 0.55
nor2b: 115 / 0.77
inv: 299 / 1.2
ha: 629 / 8.4
xnor2: 344 / 3.2
o211ai: 89 / 0.71
nand4: 95 / 0.64
o31ai: 80 / 0.65
or2: 65 / 0.43
and3: 72 / 0.48
nor2: 914 / 3.7
registers in the layout, summed over array words and instances, names as in the netlist:
register and count:
data_path_inst.register_inst.rgst 32, data_path_inst.gpr_set_inst.registers 1024
power breakdown:
group	switching, mW	internal, mW
sequential	0.00403	0.155
combinational	0.591	0.288
clock	0.0481	0.0583
path summary, 6_finish.rpt:
path / slack (ns) / depth (start not counted) / startpoint / end
min: 0.61 / 1 / data_path_inst.register_inst.rgst[0] / data_path_inst.register_inst.rgst[0]
min in group asynchronous: 71.88 / 3 / reset / data_path_inst.register_inst.rgst[30]
max reg2reg: 249.05 / 419 / data_path_inst.gpr_set_inst.registers[23][12] / data_path_inst.register_inst.rgst[1]
max: 103.92 / 419 / instruction[21] / address_to_mem[23]
min reg2reg: 0.61 / 1 / data_path_inst.register_inst.rgst[0] / data_path_inst.register_inst.rgst[0]
max in group asynchronous: 288.61 / 3 / reset / data_path_inst.register_inst.rgst[13]
layer usage:
metal / GRT usage, % / up-vias
li1: - / 38500
met1: 46.7 / 42000
met2: 59.6 / 5104
met3: 14.9 / 1214
met4: 22.0 / 22
met5: 1.33 / -
through the flow:
stage	cell area [um^2]	cells	total power, mW	utilization, %	setup slack [ns]
finish	105000	13400	1.14	45.1	103.92
global route	105000	13400	1.20	45.1	97.01
CTS	105000	13400	1.13	45.1	106.72
detailed placement	102000	13200	1.02	43.6	107.09
global placement	102000	13200	1.03	43.6	107.13
floorplan	94000	9962	0.665	-	120.58
cells by family (layout without fill, tap and decap cells):
| kind of cell | Yosys count | after routing | share of synthesized area (%) |
|---|---|---|---|
| AND/OR/NAND/NOR | 3095 | 3095 | 15.5 |
| other | 1 | 36 | 0.00399 |
| AND-OR/OR-AND | 2836 | 2836 | 19.8 |
| flip-flops | 1056 | 1056 | 33.3 |
| multiplexers | 946 | 946 | 14.4 |
| XOR/XNOR | 523 | 523 | 4.89 |
| adder cells (fa/ha/maj) | 633 | 633 | 8.46 |
| buffers and inverters | 841 | 1129 | 3.69 |
worst reg2reg max path, delay by kind of cell, from the launching register on:
kind | cells | cell delay (ns)
AND-OR/OR-AND | 223 | 58.01
AND/OR/NAND/NOR | 117 | 30.40
adder cells (fa/ha/maj) | 31 | 9.73
buffers and inverters | 35 | 8.74
multiplexers | 12 | 4.36
flip-flops | 1 | 0.38
XOR/XNOR | 1 | 0.20
Power is estimated from default activity; no workload was simulated.
